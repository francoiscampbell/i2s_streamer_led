**flow/run.sh**
```bash
#!/bin/bash
# OpenROAD 26Q1-2900-gdf79404cd8, Yosys 0.63+post, stock flow scripts
make -C /OpenROAD-flow-scripts/flow DESIGN_CONFIG=/design/flow/config.mk WORK_HOME=/design/flow/orfs finish
```
**flow/config.mk**
```make
export PLATFORM = sky130hd
export DESIGN_NAME = clk_div
export DESIGN_NICKNAME = clk_div
export VERILOG_FILES = /design/flow/design.v
export SDC_FILE = /design/flow/constraint.sdc
export NUM_CORES = 4
export LEC_CHECK = 1
export CORE_AREA = 10 10 70 70
export DIE_AREA = 0 0 80 80
```
**flow/constraint.sdc**
```tcl
current_design clk_div

set clk_period 2.6
set clk_io_pct 0.2

create_clock -name clk0 -period $clk_period [get_ports {clk}]

set non_clock_inputs [all_inputs -no_clocks]
set_input_delay [expr $clk_period * $clk_io_pct] -clock clk0 $non_clock_inputs
set_output_delay [expr $clk_period * $clk_io_pct] -clock clk0 [all_outputs]
```
**flow/design.v**
```verilog
module clk_div(
	input clk,
	input [7:0] div,
	input rst_n,
	output clk_div
	);
	reg [6:0] count = 0;
	wire [6:0] div_internal;
	assign toggle_count = (div >> 1) - 1;
	reg clk_div_internal = 0;
	assign clk_div = clk_div_internal;
	always @(posedge clk or negedge rst_n) begin
		if (~rst_n) begin
			count <= 0;
		end else begin
			if (count == toggle_count) begin
				clk_div_internal <= ~clk_div_internal;
				count <= 0;
			end else begin
				count <= count + 7'b1;
			end
		end
	end	
endmodule
```
==> flow_summary_export.csv <==
group,metric,value,unit
setup_path,critical_path_class,"reg -> reg",
global_route,grt_pass1_vias,234,
timing,rsz0062_at_grt,"no",
route,remaining_drc_errors,0,
worst_hold_path,hp-start,"count[5]$_DFF_PN0_",
synth,synthCells,28,
route,vias,228,
synth,synth_flops,8,
global_route,antenna_found_initial,0,
clock_tree,cts_buffer_depth,2,
floorplan,fp.dieW,80,µm
power,finalPower,0.486,mW
power,internal_power,0.326,mW
power,p_sw,0.160,mW
layout,layout_top_cells,"7 x dfrtp_1, 6 x xnor2_1, 4 x nand3_1",
route,n_antenna_cell,0,
floorplan,fp.dieH,80,µm
power,p_seq_share,51.3,%
layout,lay_top_count,"dfrtp_1",
layout,drive_gt1_share,14.3,%
floorplan,core_area,3420,µm²
route,ant_nets,0,
setup_path,cp-start-kind,"flip-flop",
timing,hold_viol_final,0,
clock_tree,cts.sinks,8,
flow_run,cap_violations,0,
worst_hold_path,hold_class,"reg -> reg",
timing,final.period_utilization,67.4,%
route,drt_iter0_drc,5,
synth,ys_cells,28,
synth,synth_chip_area,350,µm²
route,drt-total-wl,571,µm
route,drt-pass1-iter-count,2,
clock_tree,post_cts_buffers,0,
timing,slew_headroom,76.7,%
clock_tree,root_buffer,"clkbuf_4",
timing,max_clock_freq,0.570,GHz
synth,syn_area_per_cell,12.5,µm²
floorplan,rows,21,
power,leakagePower,0.169,nW
power,p_comb_share,28.0,%
setup_path,startpoint,"count[5]$_DFF_PN0_",
setup_path,cp_max_fo,3,
synth,ys_seq_share,58.6,%
global_route,grt_max_degree,9,
synth,synth_cell_types,14,
place,gp_congestion,0.820,
timing,maxSlewViolCount,0,
setup_path,worst_setup_path_end_kind,"flip-flop",
floorplan,fp_util,10.3,%
clock_tree,post_cts_resized,0,
floorplan,ios,11,
power,p_per_area,1050,nW/µm²
setup_path,worstPathArrival,1.72,ns
floorplan,chipArea,6400,µm²
status,status,"finished, final reports clean",
power,p_clk_share,20.6,%
flow_run,tool_warnings,32,
clock_tree,holdBufCountCts,0,
place,port_buffers,3,
timing,skew,0.00628,ns
layout,area_growth,32.5,%
clock_tree,cts_tree,"built",
setup_path,required,2.57,ns
synth,yosysWarnings,2,
timing,setup_violations,0,
global_route,overflow,0,
timing,min_period,1.75,ns
timing,tightest_slew,0.347,ns
route,viasPerCell,2.81,
route,wl_per_cell,7.05,µm
global_route,grt_usage,1.72,%
power,peakVddDrop,0.172,mV
global_route,grt_pass1_wl,938,µm
power,p_sw_share,33.0,%
clock_tree,cts_buffers,3,
setup_path,r2r_start,"count[5]$_DFF_PN0_",
synth,syn-cell-area,350,µm²
timing,setup_tns,0,ns
clock_tree,htree_levels,1,
clock_tree,clk_latency,0.25,ns
clock_tree,clkTransAtPathRegs,0.06,ns
path summary, 6_finish.rpt:
kind	end	slack, ns	cells after the start
max in group asynchronous	count[5]$_DFF_PN0_	1.81	1
worst min register to register	count[5]$_DFF_PN0_	0.50	1
worst max register to register	clk_div_internal$_DFFE_PP_	0.85	3
min in group asynchronous	count[2]$_DFF_PN0_	0.53	1
worst min-delay path	count[5]$_DFF_PN0_	0.50	1
worst max-delay path	clk_div_internal$_DFFE_PP_	0.85	3
per-layer routing:
metal,share of wire (%),GRT usage [%],routed length [µm]
met5,0,0,0
met3,1.6,0.227,9
met2,44,2.73,249
met4,3.3,1.06,19
met1,51,2.17,292
Yosys cell counts:
library cell / count / area, µm²
nor3_1: 1 / 5.00
nor4_2: 1 / 12.5
and3_1: 1 / 6.26
nor2_1: 1 / 3.75
nand3_1: 4 / 20.0
edfxtp_1: 1 / 30.0
dfrtp_1: 7 / 175
ha_1: 1 / 12.5
a21oi_1: 1 / 5.00
or4_4: 1 / 11.3
inv_1: 1 / 3.75
and2_1: 1 / 6.26
nor2b_1: 1 / 6.26
xnor2_1: 6 / 52.6
per-stage QoR:
stage          instances  utilization, %  hold WS (ns)  instance area [µm²]  setup slack [ns]
4_1_cts               81            13.6         0.504                  464             0.829
2_1_floorplan         28               -         0.224                  350             0.956
6_report              81            13.6         0.498                  464             0.847
3_3_place_gp          77            12.8         0.490                  438             0.718
3_5_place_dp          77            12.8         0.496                  438             0.733
5_1_grt               81            13.6         0.522                  464             0.771
logic make-up (layout without fill, tap and decap cells):
logic type / Yosys count / after routing / synth area share, %
and+or+nand+nor: 11 / 11 / 20.4
adders and majority gates: 1 / 1 / 3.57
buffers and inverters: 1 / 8 / 1.07
DFF: 8 / 8 / 58.6
AOI/OAI and AO/OA: 1 / 1 / 1.43
xor gates and xnor gates: 6 / 6 / 15.0
layout make-up:
type | count | area, µm²
fill | 394 | 2950
sequential | 8 | 205
multi-input combinational | 19 | 141
tap | 46 | 57.6
timing repair buffer | 3 | 30.0
clock buffer | 4 | 26.3
inverter | 1 | 3.75
state kept, by name, summed over array words and instances, names as in the netlist:
signal            count
clk_div_internal      1
count                 7
critical path: stages (launching register included):
cell and delay [ns]:
dfrtp_1 0.40, or4_4 0.55, nor4_2 0.34, and2_1 0.19
power by group through the flow:
stage	clock [mW]	sequential (mW)	combinational [mW]
after CTS	0.105	0.250	0.139
after global routing	0.110	0.258	0.149
final	0.100	0.250	0.136
Power figures rest on the tool's default switching activity, not on a simulated workload.
