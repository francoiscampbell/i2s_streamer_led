**./design.v**
```verilog
module i2s_mask (
	input i2s_clk,  
	input i2s_data,     
	input [3:0] addr_x,
	input [3:0] addr_y,
	input rst_n,
	output reg[5:0] row_num,
	output led_clk,
	output led_data,
	output reg led_lat,
	output reg led_oe
	);
	reg[11:0] current_bit_index;
	reg[11:0] first_bit_index;
	reg[11:0] last_bit_index;
	reg reading_header = 1;
	reg[15:0] header;
	reg[3:0] num_modules_x = 0, num_modules_y = 0;
	reg led_clk_en = 0;
	assign led_clk = i2s_clk && led_clk_en;
	assign led_data = i2s_data;
	reg led_lat_needed = 0;
	integer i;
	always @(posedge i2s_clk or negedge rst_n) begin : proc_stream
		if (~rst_n) begin 
			current_bit_index <= 0;
			reading_header <= 1;
			first_bit_index <= 0;
			last_bit_index <= 0;
			row_num <= 0;
			header <= 0;
			led_clk_en <= 0;
			led_lat <= 0;
			led_oe = 1;
		end else if (reading_header) begin
			if (led_lat_needed) begin 
				led_lat <= 1;
				led_lat_needed <= 0;
				led_clk_en <= 0;
			end else begin
				led_lat <= 0;
			end
			current_bit_index <= current_bit_index + 12'b1;
			header <= {header[14:0], i2s_data};
			case (current_bit_index)
				4: num_modules_x <= header[3:0];
				8: num_modules_y <= header[3:0];
				15: begin 
					reading_header <= 0;
					current_bit_index <= 0;
					first_bit_index <= 4 * ((addr_y * (num_modules_x + 1) * 4) + addr_x);
					last_bit_index <= (16 * (num_modules_x + 1) * (num_modules_y + 1)) - 1;
				end
			endcase
		end else begin 
			current_bit_index <=  current_bit_index + 1;
			for (i = 0; i < 4; i = i + 1) begin 
				if (current_bit_index == first_bit_index + (i * (num_modules_x + 1) * 4)) led_clk_en <= 1;
				if (current_bit_index == first_bit_index + (i * (num_modules_x + 1) * 4) + 4) led_clk_en <= 0;
			end
			if (current_bit_index == last_bit_index) begin
				current_bit_index <= 0;	
				header <= 0;
				reading_header <= 1;
				led_lat_needed <= 1;
				row_num <= header[5:0];
			end
		end
	end
endmodule
module top(
	input i2s_clk,
	input i2s_data,
	input [3:0] addr_x,
	input [3:0] addr_y,
	input rst_n,
	output [5:0] row_num,
	output led_clk,
	output led_data,
	output led_lat,
	output led_oe
	);
	i2s_mask mask(
		.i2s_data(i2s_data),
		.i2s_clk(i2s_clk),
		.addr_x(addr_x),
		.addr_y(addr_y),
		.rst_n(rst_n),
		.row_num(row_num),
		.led_clk(led_clk),
		.led_data(led_data),
		.led_lat(led_lat),
		.led_oe(led_oe)
		);
endmodule
```
**./run.sh**
```bash
#!/bin/bash
# OpenROAD 26Q1-2900-gdf79404cd8, Yosys 0.63+post, stock flow scripts
make -C /OpenROAD-flow-scripts/flow DESIGN_CONFIG=/design/flow/config.mk WORK_HOME=/design/flow/orfs finish
```
**./constraint.sdc**
```tcl
current_design top

set clk_period 4.8
set clk_io_pct 0.2

create_clock -name clk0 -period $clk_period [get_ports {i2s_clk}]

set non_clock_inputs [all_inputs -no_clocks]
set_input_delay [expr $clk_period * $clk_io_pct] -clock clk0 $non_clock_inputs
set_output_delay [expr $clk_period * $clk_io_pct] -clock clk0 [all_outputs]
```
**./config.mk**
```make
export PLATFORM = sky130hd
export DESIGN_NAME = top
export DESIGN_NICKNAME = top
export VERILOG_FILES = /design/flow/design.v
export SDC_FILE = /design/flow/constraint.sdc
export NUM_CORES = 4
export LEC_CHECK = 1
export CORE_UTILIZATION = 50
```
==> summary.txt <==
Core Area: 12800 sq um
Arr. time, crit path: 4620 ps
largest net degree at the start of global routing: 49
Max Slew Vio Count: 0
Antenna Diode Count: 0
WL final: 16300 um
worst hold start: mask.last_bit_index[3]
Post-CTS Setup Bufs: 0
Post-synth top cells: 83 x nand2_1, 61 x xnor2_1, 58 x ha_1
crit path launch type: flop
hold crit path type: reg2reg
GRT Total Usage: 26.4%
CP bufs+invs: 2
TNS Setup: 0 ps
setup violators final: 0
Worst setup EP type: flop
reg2reg path depth: 16
Synth top cell by count: nand2_1
maximum vdd drop: 0.150 mV
Synth area leader: dfrtp_1
clock-pin slew on the worst setup and hold paths: 80 ps
outcome: finished, final reports clean
hold violation total from the final report: 0
layout overhead on the synthesized area: 8.15%
OpenROAD warning count: 32
Dominant Register Cell: dfrtp_1
DP HPWL: 12400 um
Hold EP: mask.last_bit_index[3]
Pwr Total: 1.58 mW
Slowest-stage cell, CP: fa_1
first-pass GRT wire length: 26500 um
Routed Antenna Nets: 0
cell area after synthesis: 6630 sq um
crit-path max cell delay: 540 ps
Leak: 3.14 nW
power density of the placed cells: 220 nW/um^2
Detailed Route Iter0 Violations: 328
Tmin final: 4330 ps
share of layout cells above drive strength 1: 6.67%
Tcrit/Tclk final: 90.1%
FP Rows: 41
Reg-to-Reg End: mask.last_bit_index[11]
MaxCap Viol Count: 0
placed cell count: 941
I/O pin count: 21
cts hold-fix bufs: 0
drt pass-1 iters: 5
Die H: 117 um
Reg-to-Reg Start: mask.num_modules_x[0]
Worst R2R Setup Slack: 470 ps
maximum fanout along the worst path: 8
Mapped Cells: 775
CP top delay family: adder cells
Vias/cell: 5.72
TritonCTS clock tree: yes
sequential area share after synthesis: 21.4%
CP Data Required Time: 5100 ps
yosys stat area: 6630 sq um
Synth Area per Inst: 8.56 sq um
I/O Buffers: 19
Slew headroom: 48.0%
Yosys top cell area share: 17.0%
DR DRC count: 0
post-synthesis cell type count: 78
Slew @ Worst Pin: 780 ps
total congestion overflow: 0
ys flops: 55
fmax: 0.231 GHz
Layout Cells excl Fill: 952
WHS Path Cells: 1
most frequent cell on the critical path: fa_1
initial antenna violation count: 0
crit-path cells: ha_1 > xor2_1 > buf_4 > nand2_1 > fa_1 > fa_1 > fa_1 > inv_1 > ha_1 > a21o_1 > a21oi_1 > xnor2_1 > nor3_1 > xor2_1 > xnor2_1 > o21ai_0
RSZ-0062 raised after global routing: false
crit path kind: reg2reg
chip area: 13700 sq um
worst skew pair latency: 420 ps
clk_skew: 8.50 ps
asr flop ratio synth: 83.6%
mean routed wirelength per cell: 17.1 um
yosys warns: 1
routability cong.: 0.923
die width: 117 um
via count: 5441
fp util: 51.9%
number of global-route vias before repair: 5098
post-CTS sizing: 0
ys cells: 775
top post-synthesis cells by area: dfrtp_1 17%, ha_1 11%, xnor2_1 8.1%, xor2_1 7.3%, fa_1 5.4%
Post-synth EDFFs: 9
==> state kept, by name, summed over array words and instances, names as in the netlist <==
signal                  count
mask.current_bit_index     12
mask.first_bit_index       10
mask.last_bit_index         9
mask.header                 6
mask.row_num                6
mask.num_modules_x          4
mask.num_modules_y          4
mask.led_clk_en             1
mask.led_lat                1
mask.led_lat_needed         1
mask.reading_header         1
==> cells by family after synthesis <==
| kind of cell | Yosys count | share of synthesized area (%) |
|---|---|---|
| muxes | 18 | 2.87 |
| and+or+nand+nor | 274 | 21.1 |
| buffers and inverters | 87 | 5.55 |
| AOI/OAI and AO/OA | 139 | 14.5 |
| adders and majority gates | 76 | 16.4 |
| other | 1 | 0.0565 |
| xor gates and xnor gates | 125 | 18.1 |
| DFF | 55 | 21.4 |
==> power by group <==
part | internal [mW] | switching, mW
logic | 0.230 | 0.286
registers | 0.487 | 0.0508
clock network | 0.311 | 0.211
==> per-stage QoR <==
step           instance area, sq um  utilization [%]  hold slack (ps)  setup slack (ps)
6_report                       7170             56.2              502               475
2_1_floorplan                  6630                -              456               434
3_3_place_gp                   6940             54.3              476               434
5_1_grt                        7170             56.2              525              69.4
3_5_place_dp                   6940             54.3              485               416
4_1_cts                        7170             56.2              504               459
==> cell type report <==
| class | instances | area [sq um] |
|---|---|---|
| clock inverter | 3 | 33.8 |
| timing repair buffer | 29 | 258 |
| multi-input combinational | 633 | 4840 |
| tap | 172 | 215 |
| clock buffer | 9 | 210 |
| inverter | 51 | 191 |
| fill | 1135 | 5600 |
| sequential | 55 | 1420 |
==> worst max path at each step <==
stage,end,depth (start not counted),start
4_1_cts,mask.last_bit_index[11],16,mask.num_modules_x[0]
5_1_grt,mask.led_clk_en,17,mask.num_modules_x[0]
6_report,mask.last_bit_index[11],16,mask.num_modules_x[0]
==> metal layers <==
metal	GRT usage, %	wire, um	vias to the layer above
met2	40.8	7410	139
met3	7.29	1040	24
met5	0	0	-
met1	38.7	7510	2570
li1	-	-	2708
met4	4.81	312	0
==> placed cells by master, fill, tap and decap left out, drive strengths merged, types with 5 or more instances in the layout <==
cell type | netlist | routed
nand2 | 83 | 83
xnor2 | 64 | 64
ha | 58 | 58
xor2 | 55 | 55
inv | 51 | 52
nor2 | 51 | 51
dfrtp | 45 | 45
o21ai | 40 | 40
nand3 | 29 | 29
a21oi | 27 | 27
fa | 18 | 18
clkdlybuf4s50 | 0 | 18
nor2b | 16 | 16
nor3 | 14 | 14
and2 | 12 | 12
nand4 | 12 | 12
nor4 | 12 | 12
buf | 19 | 12
a21o | 11 | 11
mux2i | 10 | 10
and3 | 9 | 9
nand2b | 9 | 9
edfxtp | 9 | 9
o211ai | 8 | 8
mux2 | 8 | 8
clkbuf | 17 | 8
a211oi | 7 | 7
xnor3 | 6 | 6
o21bai | 5 | 5
nor3b | 5 | 5
==> worst reg2reg max path, stage by stage, from the launching register on <==
cell,delay [ps]
edfxtp_1,480
ha_1,270
xor2_1,180
buf_4,190
nand2_1,80
fa_1,470
fa_1,520
fa_1,540
inv_1,50
ha_1,330
a21o_1,190
a21oi_1,170
xnor2_1,120
nor3_1,220
xor2_1,190
xnor2_1,130
o21ai_0,80
Power and IR drop assume default switching activity.
